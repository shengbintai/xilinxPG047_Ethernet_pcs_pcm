==> design/flow/design.v <==
`timescale 1ns / 1ps
module gmii_tx(
    input  wire             clk         ,
    input  wire             rst_n       ,
    input  wire             tx_en       ,
    output reg [7:0]        gmii_txd    ,
    output reg              gmii_tx_en  ,
    output reg              gmii_tx_er  
);
wire [9:0] frame0  [0:73];
wire [9:0] frame1  [0:73];
wire [9:0] frame2  [0:73];
wire [9:0] frame3  [0:73];
assign frame0[0 ]={8'h55,1'b1,1'b0},    frame1[0]  ={8'h55,1'b1,1'b0},   frame2[0]  = {8'h55,1'b1,1'b0},   frame3[0]  ={8'h55,1'b1,1'b0};
assign frame0[1 ]={8'h55,1'b1,1'b0},    frame1[1]  ={8'h55,1'b1,1'b0},   frame2[1]  = {8'h55,1'b1,1'b0},   frame3[1]  ={8'h55,1'b1,1'b0};
assign frame0[2 ]={8'h55,1'b1,1'b0},    frame1[2]  ={8'h55,1'b1,1'b0},   frame2[2]  = {8'h55,1'b1,1'b0},   frame3[2]  ={8'h55,1'b1,1'b0};
assign frame0[3 ]={8'h55,1'b1,1'b0},    frame1[3]  ={8'h55,1'b1,1'b0},   frame2[3]  = {8'h55,1'b1,1'b0},   frame3[3]  ={8'h55,1'b1,1'b0};
assign frame0[4 ]={8'h55,1'b1,1'b0},    frame1[4]  ={8'h55,1'b1,1'b0},   frame2[4]  = {8'h55,1'b1,1'b0},   frame3[4]  ={8'h55,1'b1,1'b0};
assign frame0[5 ]={8'h55,1'b1,1'b0},    frame1[5]  ={8'h55,1'b1,1'b0},   frame2[5]  = {8'h55,1'b1,1'b0},   frame3[5]  ={8'h55,1'b1,1'b0};
assign frame0[6 ]={8'h55,1'b1,1'b0},    frame1[6]  ={8'h55,1'b1,1'b0},   frame2[6]  = {8'h55,1'b1,1'b0},   frame3[6]  ={8'h55,1'b1,1'b0};
assign frame0[7 ]={8'hd5,1'b1,1'b0},    frame1[7]  ={8'hd5,1'b1,1'b0},   frame2[7]  = {8'hd5,1'b1,1'b0},   frame3[7]  ={8'hd5,1'b1,1'b0};
assign frame0[8 ]={8'hda,1'b1,1'b0},    frame1[8]  ={8'hda,1'b1,1'b0},   frame2[8]  = {8'hda,1'b1,1'b0},   frame3[8]  ={8'hda,1'b1,1'b0};
assign frame0[9 ]={8'h02,1'b1,1'b0},    frame1[9]  ={8'h02,1'b1,1'b0},   frame2[9]  = {8'h02,1'b1,1'b0},   frame3[9]  ={8'h02,1'b1,1'b0};
assign frame0[10]={8'h03,1'b1,1'b0},    frame1[10] ={8'h03,1'b1,1'b0},   frame2[10] = {8'h03,1'b1,1'b0},   frame3[10] ={8'h03,1'b1,1'b0};
assign frame0[11]={8'h04,1'b1,1'b0},    frame1[11] ={8'h04,1'b1,1'b0},   frame2[11] = {8'h04,1'b1,1'b0},   frame3[11] ={8'h04,1'b1,1'b0};
assign frame0[12]={8'h05,1'b1,1'b0},    frame1[12] ={8'h05,1'b1,1'b0},   frame2[12] = {8'h05,1'b1,1'b0},   frame3[12] ={8'h05,1'b1,1'b0};
assign frame0[13]={8'h06,1'b1,1'b0},    frame1[13] ={8'h06,1'b1,1'b0},   frame2[13] = {8'h06,1'b1,1'b0},   frame3[13] ={8'h06,1'b1,1'b0};
assign frame0[14]={8'h5a,1'b1,1'b0},    frame1[14] ={8'h5a,1'b1,1'b0},   frame2[14] = {8'h5a,1'b1,1'b0},   frame3[14] ={8'h5a,1'b1,1'b0};
assign frame0[15]={8'h02,1'b1,1'b0},    frame1[15] ={8'h02,1'b1,1'b0},   frame2[15] = {8'h02,1'b1,1'b0},   frame3[15] ={8'h02,1'b1,1'b0};
assign frame0[16]={8'h03,1'b1,1'b0},    frame1[16] ={8'h03,1'b1,1'b0},   frame2[16] = {8'h03,1'b1,1'b0},   frame3[16] ={8'h03,1'b1,1'b0};
assign frame0[17]={8'h04,1'b1,1'b0},    frame1[17] ={8'h04,1'b1,1'b0},   frame2[17] = {8'h04,1'b1,1'b0},   frame3[17] ={8'h04,1'b1,1'b0};
assign frame0[18]={8'h05,1'b1,1'b0},    frame1[18] ={8'h05,1'b1,1'b0},   frame2[18] = {8'h05,1'b1,1'b0},   frame3[18] ={8'h05,1'b1,1'b0};
assign frame0[19]={8'h06,1'b1,1'b0},    frame1[19] ={8'h06,1'b1,1'b0},   frame2[19] = {8'h06,1'b1,1'b0},   frame3[19] ={8'h06,1'b1,1'b0};
assign frame0[20]={8'h00,1'b1,1'b0},    frame1[20] ={8'h80,1'b1,1'b0},   frame2[20] = {8'h00,1'b1,1'b0},   frame3[20] ={8'h00,1'b1,1'b0};
assign frame0[21]={8'h2e,1'b1,1'b0},    frame1[21] ={8'h00,1'b1,1'b0},   frame2[21] = {8'h2e,1'b1,1'b0},   frame3[21] ={8'h03,1'b1,1'b0};
assign frame0[22]={8'h01,1'b1,1'b0},    frame1[22] ={8'h01,1'b1,1'b0},   frame2[22] = {8'h01,1'b1,1'b0},   frame3[22] ={8'h01,1'b1,1'b0};
assign frame0[23]={8'h02,1'b1,1'b0},    frame1[23] ={8'h02,1'b1,1'b0},   frame2[23] = {8'h02,1'b1,1'b0},   frame3[23] ={8'h02,1'b1,1'b0};
assign frame0[24]={8'h03,1'b1,1'b0},    frame1[24] ={8'h03,1'b1,1'b0},   frame2[24] = {8'h03,1'b1,1'b0},   frame3[24] ={8'h03,1'b1,1'b0};
assign frame0[25]={8'h04,1'b1,1'b0},    frame1[25] ={8'h04,1'b1,1'b0},   frame2[25] = {8'h04,1'b1,1'b0},   frame3[25] ={8'h00,1'b1,1'b0};
assign frame0[26]={8'h05,1'b1,1'b0},    frame1[26] ={8'h05,1'b1,1'b0},   frame2[26] = {8'h05,1'b1,1'b0},   frame3[26] ={8'h00,1'b1,1'b0};
assign frame0[27]={8'h06,1'b1,1'b0},    frame1[27] ={8'h06,1'b1,1'b0},   frame2[27] = {8'h06,1'b1,1'b0},   frame3[27] ={8'h00,1'b1,1'b0};
assign frame0[28]={8'h07,1'b1,1'b0},    frame1[28] ={8'h07,1'b1,1'b0},   frame2[28] = {8'h07,1'b1,1'b0},   frame3[28] ={8'h00,1'b1,1'b0};
assign frame0[29]={8'h08,1'b1,1'b0},    frame1[29] ={8'h08,1'b1,1'b0},   frame2[29] = {8'h08,1'b1,1'b0},   frame3[29] ={8'h00,1'b1,1'b0};
assign frame0[30]={8'h09,1'b1,1'b0},    frame1[30] ={8'h09,1'b1,1'b0},   frame2[30] = {8'h09,1'b1,1'b0},   frame3[30] ={8'h00,1'b1,1'b0};
assign frame0[31]={8'h0a,1'b1,1'b0},    frame1[31] ={8'h0a,1'b1,1'b0},   frame2[31] = {8'h0a,1'b1,1'b0},   frame3[31] ={8'h00,1'b1,1'b0};
assign frame0[32]={8'h0b,1'b1,1'b0},    frame1[32] ={8'h0b,1'b1,1'b0},   frame2[32] = {8'h0b,1'b1,1'b0},   frame3[32] ={8'h00,1'b1,1'b0};
assign frame0[33]={8'h0c,1'b1,1'b0},    frame1[33] ={8'h0c,1'b1,1'b0},   frame2[33] = {8'h0c,1'b1,1'b0},   frame3[33] ={8'h00,1'b1,1'b0};
assign frame0[34]={8'h0d,1'b1,1'b0},    frame1[34] ={8'h0d,1'b1,1'b0},   frame2[34] = {8'h0d,1'b1,1'b0},   frame3[34] ={8'h00,1'b1,1'b0};
assign frame0[35]={8'h0e,1'b1,1'b0},    frame1[35] ={8'h0e,1'b1,1'b0},   frame2[35] = {8'h0e,1'b1,1'b0},   frame3[35] ={8'h00,1'b1,1'b0};
assign frame0[36]={8'h0f,1'b1,1'b0},    frame1[36] ={8'h0f,1'b1,1'b0},   frame2[36] = {8'h0f,1'b1,1'b0},   frame3[36] ={8'h00,1'b1,1'b0};
assign frame0[37]={8'h10,1'b1,1'b0},    frame1[37] ={8'h10,1'b1,1'b0},   frame2[37] = {8'h10,1'b1,1'b0},   frame3[37] ={8'h00,1'b1,1'b0};
assign frame0[38]={8'h11,1'b1,1'b0},    frame1[38] ={8'h11,1'b1,1'b0},   frame2[38] = {8'h11,1'b1,1'b0},   frame3[38] ={8'h00,1'b1,1'b0};
assign frame0[39]={8'h12,1'b1,1'b0},    frame1[39] ={8'h12,1'b1,1'b0},   frame2[39] = {8'h12,1'b1,1'b0},   frame3[39] ={8'h00,1'b1,1'b0};
assign frame0[40]={8'h13,1'b1,1'b0},    frame1[40] ={8'h13,1'b1,1'b0},   frame2[40] = {8'h13,1'b1,1'b0},   frame3[40] ={8'h00,1'b1,1'b0};
assign frame0[41]={8'h14,1'b1,1'b0},    frame1[41] ={8'h14,1'b1,1'b0},   frame2[41] = {8'h14,1'b1,1'b0},   frame3[41] ={8'h00,1'b1,1'b0};
assign frame0[42]={8'h15,1'b1,1'b0},    frame1[42] ={8'h15,1'b1,1'b0},   frame2[42] = {8'h15,1'b1,1'b0},   frame3[42] ={8'h00,1'b1,1'b0};
assign frame0[43]={8'h16,1'b1,1'b0},    frame1[43] ={8'h16,1'b1,1'b0},   frame2[43] = {8'h16,1'b1,1'b0},   frame3[43] ={8'h00,1'b1,1'b0};
assign frame0[44]={8'h17,1'b1,1'b0},    frame1[44] ={8'h17,1'b1,1'b0},   frame2[44] = {8'h17,1'b1,1'b0},   frame3[44] ={8'h00,1'b1,1'b0};
assign frame0[45]={8'h18,1'b1,1'b0},    frame1[45] ={8'h18,1'b1,1'b0},   frame2[45] = {8'h18,1'b1,1'b0},   frame3[45] ={8'h00,1'b1,1'b0};
assign frame0[46]={8'h19,1'b1,1'b0},    frame1[46] ={8'h19,1'b1,1'b0},   frame2[46] = {8'h19,1'b1,1'b0},   frame3[46] ={8'h00,1'b1,1'b0};
assign frame0[47]={8'h1a,1'b1,1'b0},    frame1[47] ={8'h1a,1'b1,1'b0},   frame2[47] = {8'h1a,1'b1,1'b1},   frame3[47] ={8'h00,1'b1,1'b0};
assign frame0[48]={8'h1b,1'b1,1'b0},    frame1[48] ={8'h1b,1'b1,1'b0},   frame2[48] = {8'h1b,1'b1,1'b0},   frame3[48] ={8'h00,1'b1,1'b0};
assign frame0[49]={8'h1c,1'b1,1'b0},    frame1[49] ={8'h1c,1'b1,1'b0},   frame2[49] = {8'h1c,1'b1,1'b0},   frame3[49] ={8'h00,1'b1,1'b0};
assign frame0[50]={8'h1d,1'b1,1'b0},    frame1[50] ={8'h1d,1'b1,1'b0},   frame2[50] = {8'h1d,1'b1,1'b0},   frame3[50] ={8'h00,1'b1,1'b0};
assign frame0[51]={8'h1e,1'b1,1'b0},    frame1[51] ={8'h1e,1'b1,1'b0},   frame2[51] = {8'h1e,1'b1,1'b0},   frame3[51] ={8'h00,1'b1,1'b0};
assign frame0[52]={8'h1f,1'b1,1'b0},    frame1[52] ={8'h1f,1'b1,1'b0},   frame2[52] = {8'h1f,1'b1,1'b0},   frame3[52] ={8'h00,1'b1,1'b0};
assign frame0[53]={8'h20,1'b1,1'b0},    frame1[53] ={8'h20,1'b1,1'b0},   frame2[53] = {8'h20,1'b1,1'b0},   frame3[53] ={8'h00,1'b1,1'b0};
assign frame0[54]={8'h21,1'b1,1'b0},    frame1[54] ={8'h21,1'b1,1'b0},   frame2[54] = {8'h21,1'b1,1'b0},   frame3[54] ={8'h00,1'b1,1'b0};
assign frame0[55]={8'h22,1'b1,1'b0},    frame1[55] ={8'h22,1'b1,1'b0},   frame2[55] = {8'h22,1'b1,1'b0},   frame3[55] ={8'h00,1'b1,1'b0};
assign frame0[56]={8'h23,1'b1,1'b0},    frame1[56] ={8'h23,1'b1,1'b0},   frame2[56] = {8'h23,1'b1,1'b0},   frame3[56] ={8'h00,1'b1,1'b0};
assign frame0[57]={8'h24,1'b1,1'b0},    frame1[57] ={8'h24,1'b1,1'b0},   frame2[57] = {8'h24,1'b1,1'b0},   frame3[57] ={8'h00,1'b1,1'b0};
assign frame0[58]={8'h25,1'b1,1'b0},    frame1[58] ={8'h25,1'b1,1'b0},   frame2[58] = {8'h25,1'b1,1'b0},   frame3[58] ={8'h00,1'b1,1'b0};
assign frame0[59]={8'h26,1'b1,1'b0},    frame1[59] ={8'h26,1'b1,1'b0},   frame2[59] = {8'h26,1'b1,1'b0},   frame3[59] ={8'h00,1'b1,1'b0};
assign frame0[60]={8'h27,1'b1,1'b0},    frame1[60] ={8'h27,1'b1,1'b0},   frame2[60] = {8'h27,1'b1,1'b0},   frame3[60] ={8'h00,1'b1,1'b0};
assign frame0[61]={8'h28,1'b1,1'b0},    frame1[61] ={8'h28,1'b1,1'b0},   frame2[61] = {8'h28,1'b1,1'b0},   frame3[61] ={8'h00,1'b1,1'b0};
assign frame0[62]={8'h29,1'b1,1'b0},    frame1[62] ={8'h29,1'b1,1'b0},   frame2[62] = {8'h29,1'b1,1'b0},   frame3[62] ={8'h00,1'b1,1'b0};
assign frame0[63]={8'h2a,1'b1,1'b0},    frame1[63] ={8'h2a,1'b1,1'b0},   frame2[63] = {8'h2a,1'b1,1'b0},   frame3[63] ={8'h00,1'b1,1'b0};
assign frame0[64]={8'h2b,1'b1,1'b0},    frame1[64] ={8'h2b,1'b1,1'b0},   frame2[64] = {8'h2b,1'b1,1'b0},   frame3[64] ={8'h00,1'b1,1'b0};
assign frame0[65]={8'h2c,1'b1,1'b0},    frame1[65] ={8'h2c,1'b1,1'b0},   frame2[65] = {8'h2c,1'b1,1'b0},   frame3[65] ={8'h00,1'b1,1'b0};
assign frame0[66]={8'h2d,1'b1,1'b0},    frame1[66] ={8'h2d,1'b1,1'b0},   frame2[66] = {8'h2d,1'b1,1'b0},   frame3[66] ={8'h00,1'b1,1'b0};
assign frame0[67]={8'h2e,1'b1,1'b0},    frame1[67] ={8'h2e,1'b1,1'b0},   frame2[67] = {8'h2e,1'b1,1'b0},   frame3[67] ={8'h00,1'b1,1'b0};
assign frame0[68]={8'h14,1'b1,1'b0},    frame1[68] ={8'h2f,1'b1,1'b0},   frame2[68] = {8'h14,1'b1,1'b0},   frame3[68] ={8'h73,1'b1,1'b0};
assign frame0[69]={8'h19,1'b1,1'b0},    frame1[69] ={8'h33,1'b1,1'b0},   frame2[69] = {8'h19,1'b1,1'b0},   frame3[69] ={8'h00,1'b1,1'b0};
assign frame0[70]={8'hd1,1'b1,1'b0},    frame1[70] ={8'ha9,1'b1,1'b0},   frame2[70] = {8'hd1,1'b1,1'b0},   frame3[70] ={8'h75,1'b1,1'b0};
assign frame0[71]={8'hdd,1'b1,1'b0},    frame1[71] ={8'haf,1'b1,1'b0},   frame2[71] = {8'hdd,1'b1,1'b0},   frame3[71] ={8'h22,1'b1,1'b0};
assign frame0[72]={8'h00,1'b0,1'b0},    frame1[72] ={8'h1d,1'b1,1'b0},   frame2[72] = {8'h00,1'b0,1'b0},   frame3[72] ={8'h00,1'b0,1'b0};
assign frame0[73]={8'h00,1'b0,1'b0},    frame1[73] ={8'h00,1'b0,1'b0},   frame2[73] = {8'h00,1'b0,1'b0},   frame3[73] ={8'h00,1'b0,1'b0};
reg  tx_en_ff0;
wire tx_start;
always  @(posedge clk or negedge rst_n)begin
  if(rst_n==1'b0)begin
    tx_en_ff0 <= 0;
  end else begin
    tx_en_ff0 <= tx_en;
  end
end
assign tx_start = tx_en && (~tx_en_ff0);
reg [7:0] cnt;                                                       
wire add_cnt,end_cnt;                                                
reg       flag;                                                      
always @(posedge clk or negedge rst_n)begin                          
    if(!rst_n)begin                                                  
        cnt <= 0;                                                    
    end                                                              
    else if(add_cnt)begin                                            
        if(end_cnt)                                                  
            cnt <= 0;                                                
        else                                                         
            cnt <= cnt + 1;                                          
    end                                                              
end                                                                  
assign add_cnt = flag ;                                
assign end_cnt = add_cnt && cnt== 73;                                
always  @(posedge clk or negedge rst_n)begin                         
    if(rst_n==1'b0)begin                                             
        flag <= 0;                                                   
    end                                                              
    else if(tx_start)begin                                       
        flag <= 1;                                                   
    end                                                              
    else if(end_cnt)begin                                            
        flag <= 0;                                                   
    end                                                              
end                                                                  
always  @(posedge clk or negedge rst_n)begin
  if(rst_n==1'b0)begin
    gmii_txd   <= 0;
    gmii_tx_en <= 0;
    gmii_tx_er <= 0;
  end else if(flag)begin
    gmii_txd   <= frame0[cnt][9:2];
    gmii_tx_en <= frame0[cnt][1];
    gmii_tx_er <= frame0[cnt][0];
  end
end
endmodule                                                            
==> design/flow/run.sh <==
#!/bin/bash
# OpenROAD 26Q1-2900-gdf79404cd8, Yosys 0.63+post, stock flow scripts
make -C /OpenROAD-flow-scripts/flow DESIGN_CONFIG=/design/flow/config.mk WORK_HOME=/design/flow/orfs finish
==> design/flow/config.mk <==
export PLATFORM = sky130hd
export DESIGN_NAME = gmii_tx
export DESIGN_NICKNAME = gmii_tx
export VERILOG_FILES = /design/flow/design.v
export SDC_FILE = /design/flow/constraint.sdc
export NUM_CORES = 4
export LEC_CHECK = 1
export CORE_UTILIZATION = 30
==> design/flow/constraint.sdc <==
current_design gmii_tx

set clk_period 3.4
set clk_io_pct 0.2

create_clock -name clk0 -period $clk_period [get_ports {clk}]

set non_clock_inputs [all_inputs -no_clocks]
set_input_delay [expr $clk_period * $clk_io_pct] -clock clk0 $non_clock_inputs
set_output_delay [expr $clk_period * $clk_io_pct] -clock clk0 [all_outputs]
==> tab_implementation.tex <==
% Auto-generated results table
\begin{tabular}{lr}
\hline
Metric & Value \\
\hline
\multicolumn{2}{l}{\textbf{Run status}} \\
Outcome & finished clean \\
\multicolumn{2}{l}{\textbf{Global routing}} \\
M3 GR Usage & 0.0130 \\
Met1 Use GR & 0.245 \\
Largest net degree at the start of global routing & 26 \\
Wire length of the first global-routing pass & 7650 µm \\
Global-route congestion overflow total & 0 \\
Antenna violations before repair & 0 \\
All-Layer GR Usage & 0.158 \\
Number of global-route vias before repair & 1,530 \\
Grt peak-use layer & met2 \\
Met2 layer usage reported by global route & 0.247 \\
\multicolumn{2}{l}{\textbf{Logic synthesis}} \\
Yosys stat area & 1740 µm² \\
Yosys Warn Count & 1 \\
Dominant cell by count in the synthesized netlist & sky130\_fd\_sc\_hd\_\_nand2\_1 \\
Commonest cells in the synthesized netlist & sky130\_fd\_sc\_hd\_\_nand2\_1 (28), sky130\_fd\_sc\_hd\_\_nor2\_1 (20), sky130\_fd\_sc\_hd\_\_dfrtp\_1 (19) \\
Number of enable-type register cells in the synthesized netlist & 0 \\
Seq share, synth & 0.274 \\
Number of cells in Yosys stat & 220 \\
Instance count of the mapped netlist & 220 \\
Synth Register Bits & 19 \\
Post-synth cell types & 59 \\
Area of the mapped netlist & 1740 µm² \\
Portion of synthesized cell area occupied by the leading cell type & 0.274 \\
Syn\_area\_per\_cell & 7.89 µm² \\
Largest area contributor in the synthesized netlist & sky130\_fd\_sc\_hd\_\_dfrtp\_1 \\
Most used flip-flop cell after synthesis & sky130\_fd\_sc\_hd\_\_dfrtp\_1 \\
Proportion of synthesized flip-flops having asynchronous set or reset & 1.00 \\
Cell area leaders & sky130\_fd\_sc\_hd\_\_dfrtp\_1 (27\%), sky130\_fd\_sc\_hd\_\_nand2\_1 (6.1\%), sky130\_fd\_sc\_hd\_\_nor2\_1 (4.3\%) \\
\multicolumn{2}{l}{\textbf{Clock network}} \\
Number of instances resized during post-cts repair & 0 \\
Hold\_buf cts & 0 \\
Number of levels the H-tree was split into & 1 \\
TritonCTS clock tree & done \\
Number of buffers inserted by post-CTS setup repair & 0 \\
CTS Root Cell & sky130\_fd\_sc\_hd\_\_clkbuf\_8 \\
Clock-pin slew on the worst setup and hold paths & 0.08 ns \\
Sink Count & 19 \\
Deepest clock path buffer count & 2 \\
Late-Pin Clk Latency & 0.26 ns \\
Inserted Clock Buffers & 3 \\
\multicolumn{2}{l}{\textbf{Timing}} \\
Setup TNS & 0 ns \\
Unrepaired setup endpoints after global routing & false \\
Worst slew margin & 0.441 \\
Final Max Tran Viols & 0 \\
Minimum period implied by the final worst setup slack & 2.47 ns \\
Share of the clock period used by the worst path & 0.727 \\
Final setup violation count & 0 \\
Least-Margin Pin Slew & 0.839 ns \\
Final Hold Violating Endpoints & 0 \\
Worst Hold Slack & 0.432 ns \\
Setup clock skew after layout & 0.00344 ns \\
Max Clock Freq & 404 MHz \\
\multicolumn{2}{l}{\textbf{Worst setup path}} \\
Crit Reg-Reg Endpoint & gmii\_txd[2]\$\_DFFE\_PN0P\_ \\
Beginning of the worst register-to-register path & cnt[0]\$\_DFFE\_PN0P\_ \\
Required time at the worst-slack endpoint & 3.54 ns \\
Arr. time, crit path & 2.61 ns \\
Launching element type of the critical path & flip-flop \\
Slowest stage cell, crit path & sky130\_fd\_sc\_hd\_\_ha\_1 \\
Path type of the worst setup path & flip-flop to flip-flop \\
Longest individual stage delay on the worst path & 0.52 ns \\
Internal reg-to-reg setup slack & 0.93 ns \\
Highest net fanout along the worst path & 15 \\
Nature of the critical path endpoint & flip-flop \\
Length in cells of the worst reg-to-reg path & 8 \\
Cells along the critical path & inv\_1, ha\_1, nor2b\_1, nand2\_1, a21oi\_1, a2111oi\_4, nand4\_1, a41oi\_2 \\
\multicolumn{2}{l}{\textbf{Detailed routing}} \\
Number of inserted diodes & 0 \\
Via count & 1,583 \\
Drc violations & 0 \\
Wire per inst & 15.2 µm \\
First-pass iteration count of the detailed router & 4 \\
Initial DRC Count & 117 \\
Post-route antenna net violation count & 0 \\
DR vias/cell & 5.50 \\
Detailed Route WL & 4380 µm \\
\multicolumn{2}{l}{\textbf{Hold path}} \\
Min-Delay Startpoint & tx\_en\_ff0\$\_DFF\_PN0\_ \\
Worst hold stages & 1 \\
Type of the tightest min-delay check & flip-flop to flip-flop \\
Worst-case hold path end point & flag\$\_DFFE\_PN0P\_ \\
\multicolumn{2}{l}{\textbf{Power and ir drop}} \\
PwrDens & 210 nW/µm² \\
Max rail drop VDD & 0.152 mV \\
Standby leakage power & 0.726 nW \\
Portion of total power attributed to combinational logic & 0.019 \\
Proportion of total power due to net switching & 0.215 \\
Part of the total power dissipated in sequential elements & 0.572 \\
Internal & 0.311 mW \\
Part of the total power dissipated in the clock network & 0.408 \\
Total net switching power & 0.0850 mW \\
Overall power of the completed layout & 0.396 mW \\
\multicolumn{2}{l}{\textbf{Floorplanning}} \\
Core Area & 5540 µm² \\
Total die size & 6090 µm² \\
Floorplan row count & 27 \\
Chip Height & 78.1 µm \\
Top Ports & 13 \\
Width of the die & 78.1 µm \\
Initial core utilization & 0.313 \\
\multicolumn{2}{l}{\textbf{Finish}} \\
Layout overhead on the synthesized area & 8.58\% \\
Share of cells above drive strength 1 & 0.0694 \\
Count of placed standard cells in the final layout, fillers left out & 288 \\
\multicolumn{2}{l}{\textbf{Placement}} \\
HPWL after detailed placement & 3000 µm \\
Final RePlAce weighted congestion & 0.919 \\
Placed Cells incl. Taps & 284 \\
Number of input and output port buffers inserted & 11 \\
\multicolumn{2}{l}{\textbf{Job}} \\
Number of max-capacitance violations reported & 0 \\
Number of warnings in the stage logs & 28 \\
\hline
\end{tabular}
[power by group through the flow]
stage | clock network, mW | registers, mW | logic [mW]
after global routing | 0.175 | 0.226 | 0.00928
final | 0.162 | 0.226 | 0.00771
after CTS | 0.167 | 0.226 | 0.00831
[metrics by stage]
stage,setup WS (ns),util,area [µm²]
3_5_place_dp,0.933,0.332,1840
6_report,0.927,0.340,1880
3_3_place_gp,0.912,0.332,1840
2_1_floorplan,1.35,-,1740
5_1_grt,0.648,0.340,1880
4_1_cts,0.919,0.340,1880
[worst max-delay path: cells and delay by family (launching register included)]
family                     cells  cell delay, ns
and+or+nand+nor                3            0.78
buffers and inverters          1            0.13
AOI/OAI and AO/OA              3            0.49
adders and majority gates      1            0.52
DFF                            1            0.42
[flip-flops by register name, summed over array words and instances, names as in the netlist]
register / flops
gmii_txd: 8
flag: 1
tx_en_ff0: 1
gmii_tx_en: 1
cnt: 8
[logic make-up (layout without fill, tap and decap cells)]
group | count (synthesis) | count (layout) | share of synthesized area
other | 1 | 1 | 0.00216
adder cells (fa/ha/maj) | 4 | 4 | 0.0288
flip-flops | 19 | 19 | 0.274
AND/OR/NAND/NOR | 101 | 101 | 0.327
buffers and inverters | 26 | 22 | 0.0800
AND-OR/OR-AND | 61 | 61 | 0.244
multiplexers | 3 | 3 | 0.0187
XOR/XNOR | 5 | 5 | 0.0252
[area by class of cell]
class | instances | area [µm²]
clock buffer | 3 | 41.3
clock inverter | 1 | 5.00
fill | 600 | 3660
inverter | 3 | 11.3
multi-input combinational | 175 | 1120
sequential | 19 | 475
tap | 72 | 90.1
timing repair buffer | 15 | 140
[layer usage]
layer | wire length [µm] | part of all wire | vias to the layer above
met2 | 2030 | 0.46 | 51
met4 | 80 | 0.018 | 0
li1 | - | - | 784
met3 | 255 | 0.058 | 9
met5 | 0 | 0 | -
met1 | 2020 | 0.46 | 739
[worst max-delay path by stage]
stage / start / endpoint / slack [ns] / cells after the start
6_report: cnt[0]$_DFFE_PN0P_ / gmii_txd[2]$_DFFE_PN0P_ / 0.93 / 8
5_1_grt: cnt[0]$_DFFE_PN0P_ / gmii_txd[2]$_DFFE_PN0P_ / 0.65 / 8
4_1_cts: cnt[0]$_DFFE_PN0P_ / gmii_txd[1]$_DFFE_PN0P_ / 0.92 / 8
[cells in the final DEF (no fill, tap or decap), drive strengths merged, types with 5 or more instances in the layout]
cell type      count
a21oi             10
clkdlybuf4s50     11
dfrtp             19
nand2             28
nand2b             5
nand4              6
nor2              20
nor2b              7
nor3               6
nor4b              5
o21ai             19
Power and IR drop assume default switching activity.
